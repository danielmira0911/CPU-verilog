--- ./config.mk ---
export PLATFORM = sky130hd
export DESIGN_NAME = ImmGen
export DESIGN_NICKNAME = ImmGen
export VERILOG_FILES = /design/flow/design.v
export SDC_FILE = /design/flow/constraint.sdc
export NUM_CORES = 4
export LEC_CHECK = 1
export CORE_AREA = 10 10 70 70
export DIE_AREA = 0 0 80 80
--- ./constraint.sdc ---
current_design ImmGen

set clk_period 5.5
set clk_io_pct 0.2

create_clock -name clk0 -period $clk_period

set non_clock_inputs [all_inputs -no_clocks]
set_input_delay [expr $clk_period * $clk_io_pct] -clock clk0 $non_clock_inputs
set_output_delay [expr $clk_period * $clk_io_pct] -clock clk0 [all_outputs]
--- ./design.v ---
module ImmGen(
  input logic [31:0]Inst,
  input logic [2:0]ImmSrc,
  output logic[31:0]ImmExt);
  always_comb begin
    case (ImmSrc)
      3'b000: ImmExt = {{20{Inst[31]}}, Inst[31:20]};      
      3'b001: ImmExt = {{20{Inst[31]}}, Inst[31:25], Inst[11:7]};      
      3'b101: ImmExt = {{19{Inst[31]}}, Inst[31], Inst[7], Inst[30:25], Inst[11:8], 1'b0};
      3'b010: ImmExt = {Inst[31:12], 12'b0};
      3'b110: ImmExt = {{19{Inst[31]}}, Inst[31], Inst[19:12], Inst[20], Inst[30:21], 1'b0};
      default: ImmExt = 32'bx;
    endcase
  end
endmodule
--- ./run.sh ---
#!/bin/bash
# OpenROAD 26Q1-2900-gdf79404cd8, Yosys 0.63+post, stock flow scripts
make -C /OpenROAD-flow-scripts/flow DESIGN_CONFIG=/design/flow/config.mk WORK_HOME=/design/flow/orfs finish
==> run_summary.xml <==
<?xml version="1.0" encoding="UTF-8"?>
<metrics>
  <group name="synthesis">
    <metric name="cells_yosys" unit="">58</metric>
    <metric name="synthesis.area_per_instance" unit="um^2">6.97</metric>
    <metric name="synthesis.area" unit="um^2">404</metric>
    <metric name="netlist_top_cells_area" unit="">sky130_fd_sc_hd__a21o_1 35%, sky130_fd_sc_hd__and2b_1 9.3%, sky130_fd_sc_hd__o21ai_0 7.4%</metric>
    <metric name="yosys-stat-area" unit="um^2">404</metric>
    <metric name="yosysWarningCount" unit="">1</metric>
    <metric name="yosys.cell_count.top_type" unit="">sky130_fd_sc_hd__a21o_1</metric>
    <metric name="area_fraction_of_the_dominant_cell_type_after_synthesis" unit="%">35.3</metric>
    <metric name="post_synth_most_frequent_cells" unit="">19 x sky130_fd_sc_hd__a21o_1, 6 x sky130_fd_sc_hd__o21ai_0, 5 x sky130_fd_sc_hd__and2b_1</metric>
    <metric name="postSynthSeqShare" unit="%">0</metric>
    <metric name="syn_inst" unit="">58</metric>
    <metric name="synth.lib_cells_used.distinct" unit="">18</metric>
    <metric name="synth_area_leader_cell" unit="">sky130_fd_sc_hd__a21o_1</metric>
  </group>
  <group name="clocking">
    <metric name="cts-resized-gates" unit="">0</metric>
    <metric name="cts_hold_buffers" unit="">0</metric>
    <metric name="postCtsSetupRepairBufs" unit="">0</metric>
  </group>
  <group name="finish">
    <metric name="finalNonFillerCells" unit="">158</metric>
    <metric name="nFillCells" unit="">361</metric>
    <metric name="num-clock-buffers" unit="">0</metric>
    <metric name="area_growth_from_synthesis_to_layout" unit="%">153</metric>
    <metric name="final_core_utilization" unit="%">29.9</metric>
    <metric name="stdcell_area" unit="mm^2">0.00102</metric>
    <metric name="sequential_cell_area" unit="um^2">0</metric>
    <metric name="drive_gt1_share" unit="%">3.57</metric>
    <metric name="nFlopsAndLatches" unit="">0</metric>
    <metric name="logic_area" unit="um^2">352</metric>
  </group>
  <group name="die">
    <metric name="chip_area" unit="mm^2">0.00640</metric>
    <metric name="dieHeight" unit="um">80</metric>
    <metric name="design.core.area" unit="mm^2">0.00342</metric>
    <metric name="floorplan.rows" unit="">21</metric>
    <metric name="fp.dieW" unit="um">80</metric>
    <metric name="io_pins" unit="">67</metric>
    <metric name="floorplanUtilization" unit="%">11.8</metric>
  </group>
  <group name="final_timing">
    <metric name="relative_slew_margins" unit="%">61.3</metric>
    <metric name="final_min_period_over_clock_period" unit="%">78.7</metric>
    <metric name="setup_total_negative_slack" unit="ns">0</metric>
    <metric name="finalCriticalPeriod" unit="ns">4.33</metric>
    <metric name="finalHoldViolations" unit="">0</metric>
    <metric name="grt_setup_unrepaired" unit="">no</metric>
    <metric name="fmax" unit="MHz">231</metric>
    <metric name="timing.final.max_slew_violations" unit="">0</metric>
    <metric name="worst_pin_slew" unit="ns">0.579</metric>
    <metric name="setup_viol" unit="">0</metric>
  </group>
  <group name="job">
    <metric name="cap_viol_max_count" unit="">0</metric>
    <metric name="log.warning_count" unit="">39</metric>
  </group>
  <group name="placement">
    <metric name="dp_cells" unit="">158</metric>
    <metric name="buffer_ports.inserted" unit="">60</metric>
    <metric name="post_dp_cell_area" unit="mm^2">0.00102</metric>
    <metric name="hpwlAfterDp" unit="um">1690</metric>
    <metric name="routabilityCongestion" unit="">0.732</metric>
  </group>
  <group name="critical_path">
    <metric name="critical_path.most_common_cell" unit="">sky130_fd_sc_hd__clkdlybuf4s50_1</metric>
    <metric name="critical_path.slowest_cell" unit="">sky130_fd_sc_hd__clkdlybuf4s50_1</metric>
    <metric name="crit_path_cell_trace" unit="">clkdlybuf4s50_1 &gt; nor2b_1 &gt; nor2b_2 &gt; a22o_1 &gt; clkdlybuf4s50_1</metric>
    <metric name="worst_setup_path_endpoint" unit="">ImmExt[11]</metric>
    <metric name="critical_path.max_fanout" unit="">16</metric>
    <metric name="critical_path_depth" unit="">5</metric>
    <metric name="critical_path_buf_inv_count" unit="">2</metric>
    <metric name="slowest_delay" unit="ns">0.69</metric>
    <metric name="worstPathRequired" unit="ns">4.40</metric>
    <metric name="timing.critical_path.arrival" unit="ns">3.23</metric>
    <metric name="criticalPathCategory" unit="">in -&gt; out</metric>
    <metric name="critical-path-top-delay-family" unit="">buffers and inverters</metric>
    <metric name="start_kind" unit="">input pin</metric>
    <metric name="worstSetupEndpointType" unit="">primary output</metric>
    <metric name="crit_path_start" unit="">ImmSrc[0]</metric>
  </group>
  <group name="detailed_routing">
    <metric name="antennaDiodeCount" unit="">0</metric>
    <metric name="wirelength_met1" unit="um">865</metric>
    <metric name="firstDrtPassIters" unit="">3</metric>
    <metric name="route.top_layer_used" unit="">met3</metric>
    <metric name="detail-route-antenna-nets" unit="">0</metric>
    <metric name="via_per_inst" unit="">4.01</metric>
    <metric name="remaining_drc_errors" unit="">0</metric>
    <metric name="detailroute.wirelength.met2" unit="um">870</metric>
    <metric name="vias" unit="">634</metric>
    <metric name="drt_iter0_drc" unit="">19</metric>
    <metric name="detail_route.wl_per_cell" unit="um">13.0</metric>
    <metric name="wl_met3" unit="um">313</metric>
    <metric name="postRouteWirelength" unit="um">2050</metric>
  </group>
  <group name="global_route">
    <metric name="maximum_number_of_pins_on_one_net_before_global_route_repair" unit="">18</metric>
    <metric name="grt_pass1_wl" unit="um">3230</metric>
    <metric name="globalRouteOverflowTotal" unit="">0</metric>
    <metric name="grt_antenna_before_repair" unit="">0</metric>
    <metric name="grt_pass1_vias" unit="">645</metric>
    <metric name="grtUsageTotal" unit="%">5.98</metric>
  </group>
  <group name="status">
    <metric name="status" unit="">complete, no violations</metric>
  </group>
  <group name="pwr">
    <metric name="vdd.ir_drop.worst" unit="uV">24.4</metric>
    <metric name="static-leakage-power" unit="nW">0.458</metric>
    <metric name="cellPowerDensity" unit="mW/mm^2">79.6</metric>
  </group>
  <group name="hold_path">
    <metric name="hold_path.class" unit="">in -&gt; out</metric>
  </group>
</metrics>
-- routing by layer --
| metal | up-vias | global-route usage (%) |
|---|---|---|
| met2 | 37 | 9.39 |
| met1 | 276 | 7.78 |
| met5 | - | 0 |
| li1 | 321 | - |
| met3 | 0 | 2.73 |
| met4 | 0 | 0 |
-- cell usage in the layout, fill, tap and decap left out, drive strengths merged --
master          n
clkdlybuf4s50  60
a21o           19
o21ai           6
and2b           5
o22ai           4
a21oi           4
nor2b           4
nand3b          2
nand2b          1
nor3b           1
nand2           1
a22o            1
inv             1
a2bb2oi         1
nand3           1
buf             1
-- worst min-delay path by stage --
stage	slack [ns]	startpoint	end	cells after the start
5_1_grt	3.13	Inst[31]	ImmExt[31]	2
6_report	3.08	Inst[31]	ImmExt[31]	2
4_1_cts	3.11	Inst[31]	ImmExt[31]	2
-- power breakdown --
| part | switching [mW] | internal [mW] |
|---|---|---|
| clock network | 0 | 0 |
| logic | 0.0219 | 0.0593 |
| registers | 0 | 0 |
| total | 0.0219 | 0.0593 |
-- cell families (layout without fill, tap and decap cells) --
| group | after synthesis | after routing | synth area share, % |
|---|---|---|---|
| AOI/OAI and AO/OA | 35 | 35 | 58.2 |
| and+or+nand+nor | 15 | 15 | 28.8 |
| buffers and inverters | 8 | 62 | 13.0 |
-- cell type report --
type	count	area share (%)
inverter	1	0.368
timing repair buffer	61	59.6
tap	46	5.64
multi-input combinational	50	34.4
-- metrics by stage --
step | worst slack [ns] | power, mW | hold WS, ns
finish | 1.17 | 0.0812 | 3.08
global route | 0.974 | 0.0897 | 3.13
CTS | 1.13 | 0.0835 | 3.11
detailed placement | 1.12 | 0.0827 | 3.11
global placement | 1.17 | 0.0825 | 3.11
floorplan | 2.67 | 0.0227 | 2.26
No activity file was given, so power comes from the tool's default toggle rates.
