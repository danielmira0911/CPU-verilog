`flow/config.mk`:
```
export PLATFORM = sky130hd
export DESIGN_NAME = MUX2
export DESIGN_NICKNAME = MUX2
export VERILOG_FILES = /design/flow/design.v
export SDC_FILE = /design/flow/constraint.sdc
export NUM_CORES = 4
export LEC_CHECK = 1
export CORE_AREA = 10 10 71 71
export DIE_AREA = 0 0 81 81
```
`flow/constraint.sdc`:
```
current_design MUX2

set clk_period 1.0
set clk_io_pct 0.2

create_clock -name clk0 -period $clk_period

set non_clock_inputs [all_inputs -no_clocks]
set_input_delay [expr $clk_period * $clk_io_pct] -clock clk0 $non_clock_inputs
set_output_delay [expr $clk_period * $clk_io_pct] -clock clk0 [all_outputs]
```
`flow/design.v`:
```
module MUX2(
  input logic [31:0]A,
  input logic [31:0]B,
  input logic select,
  output logic [31:0]Out);
  always@(*) begin
    case(select)
      1'b0: Out = A;
      1'b1: Out = B;
    endcase
  end
endmodule
```
`flow/run.sh`:
```
#!/bin/bash
# OpenROAD 26Q1-2900-gdf79404cd8, Yosys 0.63+post, stock flow scripts
make -C /OpenROAD-flow-scripts/flow DESIGN_CONFIG=/design/flow/config.mk WORK_HOME=/design/flow/orfs finish
```
==> deck_impl_summary.md <==
Implementation Results

Critical path
  • Crit end category: primary output
  • CP cell instances: buf_12 > buf_12 > buf_12 > mux2_4 > buf_6
  • Crit path DAT: approximately 1000 ps
  • Worst Setup Start Kind: input pin
  • Crit path required time: around 800 ps
  • CP bufs+invs: 4
  • CP dominant cell by count: buf_12
  • Top delay family on crit path: buffers and inverters
  • Crit Path Max Fanout: 6
  • CP peak stage delay: around 290 ps
  • CP Class: input pin to primary output
  • Critical-path cell with the highest stage delay: mux2_4

Routing
  • DRT antenna net count: 0
  • Post-route DRC: 0
  • Vias after detailed routing: ~700
  • WL/cell: 15.4 um
  • Via density: between 3 and 4
  • DRT Pass-1 Iters: 2
  • Initial DRC Count: 2
  • DRT Wirelength: 2.88 mm
  • ANT cells: 0

Place
  • HPWL Detailed: around 2.5 mm
  • Gpl congestion: 0.832
  • Port Buf Inserts: 97

Worst hold path
  • Hold path endpoint: Out[29]
  • Hold Path Class: input pin to primary output
  • Hold path cells: 3
  • Hold path start: B[29]

Logic synthesis
  • Ys cells: 36
  • Most frequent cells after synthesis: 30 x mux2_4, 3 x buf_12, 2 x mux2_2
  • Cell type with the largest total area: mux2_4
  • Synth top area share: 0.828
  • Cell with the most instances after synthesis: mux2_4
  • Distinct cells, synth: 4
  • Post-synth seq share: 0
  • Yosys simple share: 0
  • Cells after synthesis: 36
  • Top cells by area: mux2_4 83%, buf_12 11%, mux2_2 4.1%
  • Aoi share: 0
  • Comb area leader: multiplexers
  • Synth Area in XOR/XNOR: 0
  • Adder Share, Synth: 0
  • Post-Syn Area: approximately 540 um^2
  • Synth Warn #: 1
  • Chip area line of the yosys report: between 500 and 600 um^2
  • Mean Syn Cell Area: 15.1 um^2
  • Mux frac, synth: 0.869

STA
  • RSZ-0062 raised after global routing: yes
  • Post-Route Setup TNS: -3300 ps
  • Max Clk Rate: around 850 MHz
  • Setup WS post-layout: -179 ps
  • Pins Over Slew Limit: 0
  • WHS: between 600 and 700 ps
  • Slew @ Worst Pin: about 87 ps
  • Period minus WS final: about 1200 ps
  • Final hold vios: 0
  • Cycle use final: 1.18
  • Final Setup Violations: 32
  • Slew HR: 0.942

Floorplanning
  • Die Height: 81 um
  • Die area: between 0.006 and 0.007 mm^2
  • Fp util: 0.150
  • IO Pins: 97
  • Die Wd: between 80 and 90 um
  • Row count: 22
  • Core region area: 0.00363 mm^2

Finish
  • Flip-flops: 0
  • Layout cell share with drive strength beyond 1: 0.540
  • Fillers: around 360
  • Area Growth Syn to Fin: 192%
  • CLK BUF: 0
  • FF/Latch Area: 0 um^2

Outcome
  • Violated checks: setup timing
  • Status: complete, but fails checks

Global routing
  • Largest net degree at the start of global routing: 11
  • GR Util All Layers: 0.0779
  • Initial antenna violation count: 0
  • Vias in the first global route: roughly 760
  • Grt ovf: 0
  • First-pass GRT wire length: 4.14 mm

Power and ir drop
  • Static Leak: 0.872 nW
  • Pwr dens: roughly 400 mW/mm^2
  • VDD IR max: 0.000169 V

Run
  • # Max-Cap Violations: 0
  • Tool Warnings: 34

Clocking
  • Post-cts hold buffer count: 0
==> power by group <==
| part | switching (W) | internal [W] |
|---|---|---|
| clock | 0 | 0 |
| combinational | 0.000137 | 0.000487 |
| sequential | 0 | 0 |
==> worst max path at each step <==
stage                   from      end  slack (ps)  depth (start not counted)
after CTS             select   Out[4]        -180                          5
final                 select   Out[4]        -180                          5
after global routing   B[31]  Out[31]        -200                          3
==> routing by layer <==
metal  GRT usage  part of all wire  vias up  routed length [um]
met4           0                 0        0                   0
met2       0.143              0.50       50                1450
met1      0.0903              0.37      320                1080
met5           0                 0        -                   0
li1            -                 -      345                   -
met3      0.0278              0.12        0                 350
==> kinds of logic after synthesis <==
family	Yosys count
multiplexers	32
buffers and inverters	4
==> area by class of cell <==
class,instances,area [um^2],area share
Timing Repair Buffer,107,1050,0.662
Multi-Input combinational cell,32,477,0.300
Tap cell,48,60.1,0.0378
==> metrics by stage <==
stage / instance area (um^2) / power (W) / worst slack (ps) / cells / utilization
2_1_floorplan: 544 / 0.000206 / 66.9 / 36 / -
3_3_place_gp: 1540 / 0.000656 / -504 / 179 / 0.424
3_5_place_dp: 1540 / 0.000661 / -512 / 179 / 0.424
4_1_cts: 1540 / 0.000614 / -181 / 186 / 0.423
5_1_grt: 1590 / 0.000666 / -196 / 187 / 0.438
6_report: 1590 / 0.000624 / -179 / 187 / 0.438
==> cells in the final DEF, fill, tap and decap left out, drive strengths merged <==
master / n
dlymetal6s2s: 4
clkdlybuf4s50: 9
dlygate4sd2: 51
mux2: 32
buf: 43
==> timing repair <==
action / in CTS / in global routing
setup buffers: 5 / 1
setup endpoints to repair: 32 / 32
gates resized: 171 / 10
gates cloned: 2 / 0
==> tightest hold or removal path, delay by kind of cell <==
| family | cells | cell delay (ps) |
|---|---|---|
| buffers and inverters | 2 | 160 |
| muxes | 1 | 130 |
Power figures rest on the tool's default switching activity, not on a simulated workload.
